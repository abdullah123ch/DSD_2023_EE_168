===== flow/config.mk =====
export PLATFORM = sky130hd
export DESIGN_NAME = Lab05_behavioural
export DESIGN_NICKNAME = Lab05_behavioural
export VERILOG_FILES = /design/flow/design.v
export SDC_FILE = /design/flow/constraint.sdc
export NUM_CORES = 4
export LEC_CHECK = 1
export CORE_AREA = 10 10 70 70
export DIE_AREA = 0 0 80 80

===== flow/constraint.sdc =====
current_design Lab05_behavioural

set clk_period 2.3
set clk_io_pct 0.2

create_clock -name clk0 -period $clk_period

set non_clock_inputs [all_inputs -no_clocks]
set_input_delay [expr $clk_period * $clk_io_pct] -clock clk0 $non_clock_inputs
set_output_delay [expr $clk_period * $clk_io_pct] -clock clk0 [all_outputs]

===== flow/design.v =====
module Lab05_behavioural (
    input logic [3:0] num,     
    input logic [2:0] sel,     
    output logic [6:0] segment_pattern,
    output logic [7:0] display_enable
);
    always_comb begin
        case (num)
            4'h0: segment_pattern = 7'b0000001;
            4'h1: segment_pattern = 7'b1001111;
            4'h2: segment_pattern = 7'b0010010;
            4'h3: segment_pattern = 7'b0000110;
            4'h4: segment_pattern = 7'b1001100;
            4'h5: segment_pattern = 7'b0100100;
            4'h6: segment_pattern = 7'b0100000;
            4'h7: segment_pattern = 7'b0001111;
            4'h8: segment_pattern = 7'b0000000;
            4'h9: segment_pattern = 7'b0000100;
            4'hA: segment_pattern = 7'b0001000;
            4'hB: segment_pattern = 7'b1100000;
            4'hC: segment_pattern = 7'b0110001;
            4'hD: segment_pattern = 7'b1000010;
            4'hE: segment_pattern = 7'b0110000;
            4'hF: segment_pattern = 7'b0111000;
            default: segment_pattern = 7'b1111111;
        endcase
    end
    always_comb begin
        case (sel)
            3'b000: anode = 8'b11111110;
            3'b001: anode = 8'b11111101;
            3'b010: anode = 8'b11111011;
            3'b011: anode = 8'b11110111;
            3'b100: anode = 8'b11101111;
            3'b101: anode = 8'b11011111;
            3'b110: anode = 8'b10111111;
            3'b111: anode = 8'b01111111;
            default: anode = 8'b11111111; 
        endcase
    end
endmodule

===== flow/run.sh =====
#!/bin/bash
# OpenROAD 26Q1-2900-gdf79404cd8, Yosys 0.63+post, stock flow scripts
make -C /OpenROAD-flow-scripts/flow DESIGN_CONFIG=/design/flow/config.mk WORK_HOME=/design/flow/orfs finish

==> flow_summary.ini <==
; implementation run metrics
[routing]
drt_drc_violations_left = 0
avgViaCountPerCell = 2.875
totalWireLength_um = 787
avgRoutedWirePerCell_um = 7.567
detailroute.via_count = 299
ant_nets = 0
drtPass1Iterations = 2
detailedRoute.firstIterationViolations = 11
detail_route.antenna_diodes = 0

[place]
port_buffers = 11
dpl.hpwl_um = 679
gp_congestion = 0.7448

[synthesis]
yosysUniqueCellTypes = 15
yosysTopAreaCell = ha_1
postSynthSeqShare_pct = 0
yosys-stat-area_um2 = 332.8
area_leaders = ha_1 26%, mux2i_1 18%, buf_4 18%
ys.warnings.count = 19
synthCells = 42
syn-mean-instance-area_um2 = 7.924
synthesis.area_um2 = 332.8
yosys_cells = 42
yosys.area.top_type_share_pct = 26.32

[pwr]
max-vdd-ir-drop_v = 0.00001928
power_density_mw_per_mm2 = 144.1
power.static_leakage_nw = 0.2757

[worst_setup_path]
worstSetupStartpointType = input port
critPathCaptureType = output pin
timing.setup.critical_path_class = input port to output pin
critical_path_arrival_ns = 1.77
critical_path_required_ns = 1.84
critPathCapture = segment_pattern[4]
critical_path.max_fanout = 6
startpoint_of_the_worst_setup_timing_path = num[0]

[final_layout]
design.seq.count = 0
nClkBuffers = 0
regArea_um2 = 0
post-route-util_pct = 15.38
area.growth.synth_to_final_pct = 57.89
layout-drive-gt1-share_pct = 22.41

[timing]
slew_viol_final = 0
period_minus_ws_final_ns = 2.234
finalSetupTns_ns = 0
report.final.hold_viol_count = 0
worst_hold_slack_ns = 1.402
post-route-period-util_pct = 97.13
setup_viol_count_final = 0
grt_setup_unrepaired = no
fmax_mhz = 447.6

[global_routing]
global_route.usage.met3_pct = 0.4545
grt_pass1_wl_um = 1248
routing_layer_with_the_top_usage_in_global_route = met2
antenna_found_initial = 0
grt_usage_pct = 2.244
grt.met1_usage_pct = 3.115
grt_pass1_vias = 292
grt-ovfl-total = 0
grt_use_met2_pct = 3.692
maximum_number_of_pins_on_one_net_before_global_route_repair = 12

[floorplan]
num_rows = 21
die.size.y_um = 80
initCoreUtil_pct = 9.744
core_region_area_mm2 = 0.003416
die.size.x_um = 80
die_area_mm2 = 0.006400
ios = 22

[min_path]
hold_depth = 4
holdCritPathClass = input port to output pin

[flow_run]
tool_warnings = 41
drv.max_cap_violation_count = 0

[cts]
number_of_hold_buffers_added_after_cts = 0

[outcome]
run_status = completed
critical path, stage by stage:
cell and delay [ns]:
clkdlybuf4s15_2 0.20, buf_6 0.13, ha_1 0.21, nand2b_1 0.16, mux2i_1 0.13, clkdlybuf4s50_1 0.48
layout make-up:
type | instances | area (um^2)
Multi-Input combinational cell | 36 | 272.8
Tap cell | 46 | 57.56
Timing Repair Buffer | 19 | 183.9
Fill cell | 387 | 2890
Inverter | 3 | 11.26
metal layers:
metal | up-vias | share of wire (%)
met3 | 0 | 10
met5 | - | 0
met1 | 132 | 45
met4 | 0 | 0
li1 | 155 | -
met2 | 12 | 45
cells in the final DEF, fill, tap and decap left out, types with 4 or more instances in the layout:
master           count
clkdlybuf4s50_1      5
buf_4                4
ha_1                 7
conb_1               8
mux2i_1              6
buf_6                4
nor2_1               5
worst min-delay path by stage:
stage,startpoint,end,slack [ns]
5_1_grt,num[1],segment_pattern[5],1.45
4_1_cts,num[3],segment_pattern[3],1.68
6_report,num[1],segment_pattern[5],1.40
Yosys cell counts:
| cell type | instances |
|---|---|
| a21oi_1 | 2 |
| a32o_1 | 1 |
| buf_4 | 8 |
| buf_6 | 1 |
| clkbuf_1 | 1 |
| conb_1 | 1 |
| ha_1 | 7 |
| inv_1 | 3 |
| mux2i_1 | 6 |
| mux4_2 | 1 |
| nand2_1 | 1 |
| nand2b_1 | 2 |
| nor2_1 | 5 |
| o211ai_1 | 1 |
| o21ai_1 | 2 |
stage by stage:
step / std cells / area (um^2) / setup WS, ns / power, W
global placement: 104 / 511.7 / -0.3716 / 0.00007834
finish: 104 / 525.5 / 0.06601 / 0.00007571
floorplan: 49 / 359.1 / 0.6100 / 0.00004082
CTS: 104 / 516.7 / 0.05410 / 0.00007843
global route: 104 / 525.5 / 0.0004095 / 0.00008585
detailed placement: 104 / 511.7 / -0.3934 / 0.00007859
what timing repair did:
item,4_1_cts,5_1_grt
endpoints found under the setup margin,7,4
cloned,0,0
pin swaps,0,1
buffers inserted,0,0
gates resized,14,3
where the power goes:
group,internal (W),total (W),switching (W)
registers,0,0,0
clock network,0,0,0
logic,0.0000471,0.0000757,0.0000286
kinds of logic after synthesis:
family          synth area share (%)
compound gates                 11.28
fa+ha+maj                      26.31
buf+inv                        25.94
mux                            24.81
other cells                    1.127
simple gates                   10.53
Power is estimated from default activity; no workload was simulated.
