File: flow/constraint.sdc
current_design Lab05

set clk_period 1.0
set clk_io_pct 0.2

create_clock -name clk0 -period $clk_period

set non_clock_inputs [all_inputs -no_clocks]
set_input_delay [expr $clk_period * $clk_io_pct] -clock clk0 $non_clock_inputs
set_output_delay [expr $clk_period * $clk_io_pct] -clock clk0 [all_outputs]
File: flow/design.v
module Lab05(
    input logic [3:0] num,     
    input logic [2:0] sel,     
    output logic segA, segB, segC, segD, segE, segF, segG,
    output logic AN0, AN1, AN2, AN3, AN4, AN5, AN6, AN7
);
    assign segA = (num[2] | num[0]) & (num[3] | ~num[1]) & (num[2] | ~num[1]) & (~num[3] |num[0]) & (~num[2] | num[1] | ~num[0]);
    assign segB = (num[3] | num[2]) & (~num[2] | num[1] | num[0]) & (num[3] | ~num[1] | ~num[0]) & (~num[3] | num[1] | ~num[0]) & (~num[3] | ~num[2] | num[0]);
    assign segC = (~num[2]) & (num[3] | num[1]) & (num[3] | ~num[0]) & (num[1] | ~num[0]);
    assign segD = (num[2] | num[0]) & (~num[3] | num[1]) & (num[3] | num[2] | ~num[1]) & (num[3] | ~num[1] | num[0]) & (~num[2] | num[1] | ~num[0]) & (~num[3] | ~num[2] | ~num[0]);
    assign segE = (num[2] | num[0]) & (~num[1] | num[0]) & (~num[3] | num[2]) & (~num[3] | num[0]) & (~num[3] | ~num[1]);
    assign segF = (num[1] | num[0]) & (~num[2] | num[1]) & (~num[2] | num[0]) & (~num[3] | ~num[1]);
    assign segG = (~num[1] | num[0]) & (~num[2] | num[1]) & (~num[3] | ~num[0]);
    assign AN0 = ~(~sel[2] & ~sel[1] & ~sel[0]);
    assign AN1 = ~(~sel[2] & ~sel[1] &  sel[0]);
    assign AN2 = ~(~sel[2] &  sel[1] & ~sel[0]);
    assign AN3 = ~(~sel[2] &  sel[1] &  sel[0]);
    assign AN4 = ~( sel[2] & ~sel[1] & ~sel[0]);
    assign AN5 = ~( sel[2] & ~sel[1] &  sel[0]);
    assign AN6 = ~( sel[2] &  sel[1] & ~sel[0]);
    assign AN7 = ~( sel[2] &  sel[1] &  sel[0]);
endmodule
File: flow/run.sh
#!/bin/bash
# OpenROAD 26Q1-2900-gdf79404cd8, Yosys 0.63+post, stock flow scripts
make -C /OpenROAD-flow-scripts/flow DESIGN_CONFIG=/design/flow/config.mk WORK_HOME=/design/flow/orfs finish
File: flow/config.mk
export PLATFORM = sky130hd
export DESIGN_NAME = Lab05
export DESIGN_NICKNAME = Lab05
export VERILOG_FILES = /design/flow/design.v
export SDC_FILE = /design/flow/constraint.sdc
export NUM_CORES = 4
export LEC_CHECK = 1
export CORE_AREA = 10 10 70 70
export DIE_AREA = 0 0 80 80
==> impl_metrics.yaml <==
# physical design summary
outcome:
  outcome: "complete, but fails checks"
  failed_checks: "negative setup slack"
drt:
  wl_per_cell_um: 9.14
  viasPerCell: 3.18
  routed_wl_mm: 1.04
  antennaDiodeCount: 0
  dr.pass1.iters: 2
  ant_nets: 0
  vias: 362
  drt_iter0_markers: 5
  drcViolationCount: 0
timing:
  rsz0062_at_grt: "yes"
  setup_ws_ns: -0.163
  max_freq_mhz: 860
  hold_violations: 0
  setup_viol: 6
  relSlewSlack_pct: 88.1
  drv_slew: 0
  period_needed_ns: 1.16
  min_period_over_period_pct: 116
  max_slew.worst_pin.slew_ns: 0.177
synthesis:
  yosys_cells: 36
  syn_inst: 36
  yosys-stat-area_sq_um: 270
  yosys-top-cells-count: "nand2_1, nand3b_1"
  avgSynthCellArea_sq_um: 7.51
  synth_top_area_share_pct: 8.33
  synthesis.area_sq_um: 270
  yosysUniqueCellTypes: 28
  postSynthSeqShare_pct: 0
  yosysTopAreaCell: "buf_6"
  ys_warn_count: 0
  area_leaders: "buf_6, nand3b_1, or3b_1, nor2b_4, nor2b_1"
floorplanning:
  dieHeight_um: 80
  io_pins: 22
  rows: 21
  die_w_um: 80
  coreArea_sq_um: 3420
  fp_util_pct: 7.91
  die_area_sq_um: 6400
place:
  io_buffers: 22
  placed_cells: 108
  post-dp-hpwl_um: 821
  place_congestion: 0.752
worst_setup_path:
  crit_path_start_kind: "input port"
  cpLargestDelayFamily: "buffers and inverters"
  path_cells: "buf_6 > buf_6 > and3b_1 > o32a_1 > buf_2"
  cpPeakStageDelay_ns: 0.27
  path_common_cell: "buf_6"
  critPathKind: "input port to output port"
  slowest_stage: "o32a_1"
  arrival_ns: 0.96
  crit_path_max_fanout: 6
  end_kind: "output port"
  required_ns: 0.80
  path_buffers: 3
finish:
  ff_count: 0
  clkbuf_count: 0
  layout.cells.non_filler: 114
  flop_area_sq_um: 0
  flow.area_growth_from_synthesis_pct: 134
  drive_gt1_share_pct: 52.9
grt:
  grt_pass1_wl_mm: 1.64
  track_usage_pct: 2.98
  gr-total-overflow: 0
  grt_pass1_vias: 346
  grt_start_max_net_pins: 11
  antenna_found_initial: 0
flow_run:
  warning_count: 34
  cap_viol_max_count: 0
pwr:
  fin_total_pwr_uw: 228
  vdd_ir_drop_max_uv: 135
  total_leakage_power_nw: 0.281
  powerDensity_nw_per_um2: 361
worst_hold_path:
  worstHoldPathType: "input port to output port"
==> power by group <==
part	switching, mW	total [mW]	internal, mW
Sequential	0	0	0
Clock	0	0	0
Combinational	0.0806	0.228	0.147
Total	0.0806	0.228	0.147
==> cell usage in the layout, fill, tap and decap left out, types with 2 or more instances in the layout <==
cell              n
buf_2            10
nand3b_1          3
buf_4             7
nand2_1           3
buf_6            11
clkdlybuf4s15_1   4
nor2b_1           2
or3b_1            2
==> path summary, 6_finish.rpt <==
| path | start | end | slack (ns) | cells after the start |
|---|---|---|---|---|
| hold / removal | sel[0] | AN0 | 0.64 | 3 |
| setup / recovery | num[1] | segB | -0.16 | 5 |
==> per-layer routing <==
layer	global-route usage (%)	vias up	part of all wire (%)
met2	5.14	4	51
met1	4.02	161	45
met3	0.455	0	3.4
met5	0	-	0
li1	-	197	-
met4	0	0	0
==> per-stage QoR <==
| stage | hold WS, ns | setup TNS [ns] | setup slack, ns | util, % | area (sq um) |
|---|---|---|---|---|---|
| 3_3_place_gp | 1.48 | -11.39 | -0.974 | 16.8 | 576 |
| 2_1_floorplan | 0.415 | 0 | 0.100 | - | 270 |
| 6_report | 0.639 | -0.730 | -0.163 | 18.5 | 632 |
| 3_5_place_dp | 1.48 | -11.57 | -0.996 | 16.8 | 576 |
| 4_1_cts | 0.648 | -0.954 | -0.208 | 17.0 | 582 |
| 5_1_grt | 0.659 | -1.04 | -0.210 | 18.5 | 632 |
==> timing repair <==
action,CTS,global route
hold buffers,0,0
gates cloned,1,0
pin swaps,10,9
setup buffers,6,0
endpoints found under the hold margin,0,0
resized,78,18
endpoints found under the setup margin,15,10
==> layout make-up <==
type / count / area (sq um)
Tap cell: 46 / 57.6
Inverter: 1 / 3.75
Fill cell: 391 / 2780
Timing Repair Buffer: 36 / 318
Multi-Input combinational cell: 31 / 253
==> cell families after synthesis <==
family / synth area share (%)
simple gates: 46.8
compound gates: 25.5
buf+inv: 13.4
xor+xnor: 6.48
mux: 3.70
fa+ha+maj: 4.17
Power and IR drop assume default switching activity.
