[design.v]
module lab6 (
    input logic [3:0] num,   
    input logic [2:0] sel,   
    input logic write,       
    input logic clk,         
    input logic reset,       
    output logic a, b, c, d, e, f, g, 
    output logic an0, an1, an2, an3, an4, an5, an6, an7 
);
    logic [7:0] sel_output;          
    logic [7:0][3:0] stored_values;  
    logic [3:0] selected_num;        
    logic [7:0] write_enable;        
    logic [3:0] displayed_num;
    logic [7:0] an;
    sel sel_decoder (
        .sel(sel),
        .out(sel_output)
    );
    always @(posedge clk) begin
        write_enable <= write ? ~sel_output : 8'b00000000; 
    end
    genvar i;
    generate
        for (i = 0; i < 8; i = i + 1) begin : dff_loop
            d_ff dff_inst (
                .clk(clk),
                .reset(reset),
                .write(write_enable[i]),  
                .d(num),                  
                .q(stored_values[i])      
            );
        end
    endgenerate
    mux mux_inst (
        .num(stored_values),  
        .sel(sel),            
        .selected_num(selected_num) 
    );
    assign displayed_num = write ? 4'b1111 : selected_num;
    num num_decoder (
        .num(displayed_num),  
        .a(a), .b(b), .c(c), .d(d), .e(e), .f(f), .g(g) 
    );
    assign an = write ? 8'b1111_1111 : sel_output;
    assign {an7, an6, an5, an4, an3, an2, an1, an0} = an;
endmodule
module d_ff (
    input clk,          
    input reset,        
    input write,        
    input [3:0] d,      
    output reg [3:0] q  
);
    always @(posedge clk) begin
        if (reset) 
            q <= 4'b0000;      
        else if (write) 
            q <= d;            
    end
endmodule
module mux (
    input  logic [7:0][3:0] num, 
    input  logic [2:0] sel,      
    output logic [3:0] selected_num 
);
    always_comb begin
        case (sel)
            3'b000: selected_num = num[0];
            3'b001: selected_num = num[1];
            3'b010: selected_num = num[2];
            3'b011: selected_num = num[3];
            3'b100: selected_num = num[4];
            3'b101: selected_num = num[5];
            3'b110: selected_num = num[6];
            3'b111: selected_num = num[7];
            default: selected_num = 4'b0000;
        endcase
    end
endmodule
module num (
    input logic [3:0] num,  
    output logic a, b, c, d, e, f, g
);
    always_comb begin
        case (num)
            4'h0: {a, b, c, d, e, f, g} = 7'b0000001;
            4'h1: {a, b, c, d, e, f, g} = 7'b1001111;
            4'h2: {a, b, c, d, e, f, g} = 7'b0010010;
            4'h3: {a, b, c, d, e, f, g} = 7'b0000110;
            4'h4: {a, b, c, d, e, f, g} = 7'b1001100;
            4'h5: {a, b, c, d, e, f, g} = 7'b0100100;
            4'h6: {a, b, c, d, e, f, g} = 7'b0100000;
            4'h7: {a, b, c, d, e, f, g} = 7'b0001111;
            4'h8: {a, b, c, d, e, f, g} = 7'b0000000;
            4'h9: {a, b, c, d, e, f, g} = 7'b0000100;
            4'hA: {a, b, c, d, e, f, g} = 7'b0001000;
            4'hB: {a, b, c, d, e, f, g} = 7'b1100000;
            4'hC: {a, b, c, d, e, f, g} = 7'b0110001;
            4'hD: {a, b, c, d, e, f, g} = 7'b1000010;
            4'hE: {a, b, c, d, e, f, g} = 7'b0110000;
            4'hF: {a, b, c, d, e, f, g} = 7'b0111000;
            default: {a, b, c, d, e, f, g} = 7'b1111111; 
        endcase
    end
endmodule
module sel (
    input  logic [2:0] sel,     
    output logic [7:0] out      
);
    always_comb begin
        out = 8'b1111_1111;     
        out[sel] = 0;           
    end
endmodule
[run.sh]
#!/bin/bash
# OpenROAD 26Q1-2900-gdf79404cd8, Yosys 0.63+post, stock flow scripts
make -C /OpenROAD-flow-scripts/flow DESIGN_CONFIG=/design/flow/config.mk WORK_HOME=/design/flow/orfs finish
[config.mk]
export PLATFORM = sky130hd
export DESIGN_NAME = lab6
export DESIGN_NICKNAME = lab6
export VERILOG_FILES = /design/flow/design.v
export SDC_FILE = /design/flow/constraint.sdc
export NUM_CORES = 4
export LEC_CHECK = 1
export CORE_UTILIZATION = 30
[constraint.sdc]
current_design lab6

set clk_period 4.2
set clk_io_pct 0.2

create_clock -name clk0 -period $clk_period [get_ports {clk}]

set non_clock_inputs [all_inputs -no_clocks]
set_input_delay [expr $clk_period * $clk_io_pct] -clock clk0 $non_clock_inputs
set_output_delay [expr $clk_period * $clk_io_pct] -clock clk0 [all_outputs]
==> summary.txt <==
run metrics: status=complete, no violations, DRC=0, Core Rows=29, initial core utilization=0.318, Worst Setup Path Type=input pin to output port, Initial DRC Count=just under 70, largest net degree at the start of global routing=33, Commonest cells post-synth=dfxtp_1 (40), mux2i_1 (38), nor2_1 (36), clkbuf_1 (19), Crit Path Max Fanout=5, Startpoint Class=input pin, Log Warnings=32, Final Cycle Share=0.982, worst-margin pin slew=0.469 ns, port bufs=24, grt ovf=0, area delta synth->final=32.7%, Pleak=0.00109 uW, Max Clock Freq=243 MHz, I/O pin count=25, Worst-Skew Late Latency=0.29 ns, die height=85.2 um, routed vias/inst=4.77, Cell Area, Synth=0.00208 sq mm, layout cells sized above 1=0.267, Slew HR=0.684, post-DP HPWL=approximately 3300 um, share of power burned in registers=0.482, Final Setup Violations=0, via count=roughly 1.6k, total power=823 uW, Synth Instances=219, Sw Share=0.259, CP Data Arrival Time=approximately 3.3 ns, RSZ-0062 raised after global routing=no, crit path cell chain=clkdlybuf4s15_2 > buf_6 > ha_2 > nor2b_2 > a221o_1 > a2111oi_4 > buf_4 > mux2_2 > a22o_1 > clkdlybuf4s50_1, Post-synth ARST share=0, first-pass GRT wire length=~7600 um, TritonCTS clock tree=yes, vias in the first global route=1,494, number of buffers created by CTS=5, peak supply drop=a little over 0.2 mV, CP max-delay cell=clkdlybuf4s50_1, top cells by area=dfxtp_1 (39%), mux2i_1 (18%), ha_1 (6.6%), nor2_1 (6.5%), clkbuf_1 (3.4%), Overall Global Routing Usage=0.136, Synthesized registers=40, crit end category=output port, Power Dens Cells=between 200 and 300 mW/mm^2, Max Buffers Root-to-Sink=2, Post-DRT Antenna Nets=0, ys flop type=dfxtp_1, part of the Yosys area used for sequential elements=0.386, antenna violations before repair=0, P_sw=213 uW, drt total wl=~4700 um, drt pass-1 iters=4, width of the die=85.2 um, EDFF count, synth=0, Avg WL per Cell=roughly 14 um, chip area=0.00726 sq mm, Max-cap violations=0, CTS root buf=clkbuf_8, clock-pin slew on the worst setup and hold paths=0.07 ns, Final Max Slew Viols=0, final clock skew=about 0.0033 ns, Synth top cell by count=dfxtp_1, Critical Path Max Stage Delay=0.40 ns, Hold Buf Count CTS=0, post-layout min period=4.12 ns, Area leader share=0.386, Yosys chip area=roughly 0.0021 sq mm, Fin. Hold Viols=0, Critical Path RT=3.36 ns, Combinational Power Share=0.194, Yosys warnings=5, H-tree Lvls=2, Pint=609 uW, top cell type by total area after synthesis=dfxtp_1, Setup TNS=0 ns, clock power share=0.323, Hold Crit Class=flop to flop, GP Congestion=0.816, yosys cell count=between 200 and 250, diode count=0, Core Area=0.00653 sq mm, Distinct cells, synth=39, Syn Area/Cell=9.48 sq um, clock sinks=40
worst paths after layout:
check	start	to	depth (start not counted)	slack, ns
max reg2reg	write_enable[7]$_SDFF_PN0_	dff_loop[7].dff_inst.q[0]$_SDFFE_PP0P_	2	3.32
max	sel[1]	b	10	0.08
min	dff_loop[5].dff_inst.q[0]$_SDFFE_PP0P_	dff_loop[5].dff_inst.q[0]$_SDFFE_PP0P_	2	0.49
min reg2reg	dff_loop[5].dff_inst.q[0]$_SDFFE_PP0P_	dff_loop[5].dff_inst.q[0]$_SDFFE_PP0P_	2	0.49
metal layers:
layer  share of wire  global-route usage  routed length [um]
met5               0                   0                   0
met3           0.030              0.0257                 141
met1            0.52               0.217                2440
met2            0.44               0.205                2050
met4          0.0069              0.0123                  32
layout by cell type (no fill, tap or decap), types with 3 or more instances in the layout:
cell type        instances
nor2_1                  36
clkbuf_8                 6
nand2_1                 10
ha_4                     4
clkdlybuf4s50_1         17
inv_1                    7
inv_2                    3
and3_1                   4
mux2i_1                 38
dlymetal6s2s_1           4
a221o_1                  4
ha_2                     5
buf_6                    4
buf_4                   24
o21ai_1                  3
dfxtp_1                 40
critical path, delay by kind of cell:
family	cells	cell delay, ns
AOI/OAI and AO/OA	3	0.85
adders and majority gates	1	0.17
buffers and inverters	4	0.94
muxes	1	0.33
and+or+nand+nor	1	0.16
metrics by stage:
step / instance area, sq um / util / hold slack [ns] / std cells / worst slack [ns]
2_1_floorplan: 2080 / - / 0.451 / 219 / 0.545
3_3_place_gp: 2530 / 0.388 / 0.469 / 325 / -0.357
3_5_place_dp: 2530 / 0.388 / 0.480 / 325 / -0.377
4_1_cts: 2730 / 0.419 / 0.498 / 335 / 0.00168
5_1_grt: 2760 / 0.422 / 0.529 / 335 / 0.0120
6_report: 2760 / 0.422 / 0.491 / 335 / 0.0777
repair_timing:
item,in CTS,in global routing
resized,28,12
setup buffers,2,0
endpoints found under the setup margin,7,5
pin swaps,9,4
final cells by class:
class                      instances  area, sq um
fill                             622         3780
clock inverter                     1         7.51
tap                               77         96.3
inverter                          10         37.5
clock buffer                       7         86.3
sequential                        40          801
timing repair buffer              53          487
multi-input combinational        147         1240
sequential cells by signal (all words and copies together) (netlist names):
register / count
dff_loop.dff_inst.q: 32
write_enable: 8
power by group through the flow:
stage | Sequential [uW] | Combinational [uW] | Clock, uW
4_1_cts | 397 | 161 | 271
5_1_grt | 398 | 176 | 291
6_report | 397 | 160 | 266
kinds of logic (layout without fill, tap and decap cells):
group / after synthesis / after routing / share of synthesized area
adders and majority gates: 11 / 11 / 0.0663
and+or+nand+nor: 69 / 69 / 0.165
xor gates and xnor gates: 1 / 1 / 0.00422
muxes: 41 / 41 / 0.201
AOI/OAI and AO/OA: 25 / 25 / 0.113
buffers and inverters: 32 / 71 / 0.0645
DFF: 40 / 40 / 0.386
Power and IR drop assume default switching activity.
